File: design/flow/design.v
`timescale 1ns / 1ps
module ROBA(
    input [15:0] x,
    input [15:0] y,
    output [31:0] p
    );
wire [15:0] x_abs;
wire [15:0] y_abs;
wire x_sign;
wire y_sign;
assign x_sign = x[15];
assign y_sign = y[15];
sec_complement_w16 abs_X
        (
         .data_in(x),
         .sign(x[15]),
         .data_out(x_abs)
         );
sec_complement_w16 abs_Y
        (
         .data_in(y),
         .sign(y[15]),
         .data_out(y_abs)
         ); 
wire [15:0] x_round;
rounding_mod RoundX(x_abs,x_round);
wire [15:0] y_round;
rounding_mod RoundY(y_abs,y_round);
wire [3:0] x_enc;
PriorityEncoder_16 EncX(x_round,x_enc);
wire [3:0] y_enc;
PriorityEncoder_16 EncY(y_round,y_enc);
wire [31:0] xr_Y;
Barrel32L XRtimesY( y_abs, x_enc, xr_Y);
wire [31:0] yr_X;
Barrel32L YRtimesX( x_abs, y_enc, yr_X);
wire [31:0] yr_yx;
Barrel32L YRtimesXR( x_round, y_enc, yr_yx);
wire [31:0] P;
assign P = xr_Y + yr_X;
wire [31:0] prod_abs;
wire [31:0] Z;
assign Z = yr_yx;
wire [31:0] tmp;
wire [31:0] tmp1;
wire [31:0] tmp2;
assign tmp = (P ^ Z);
assign tmp1 = (P << 1);
assign tmp2 = ( P & Z) << 1;
assign prod_abs = tmp & ((tmp1 ^ tmp) | tmp2);
wire prod_sign;
assign prod_sign = x_sign ^ y_sign;
sec_complement_w32 sign_P
        (
         .data_in(prod_abs),
         .sign(prod_sign),
         .data_out(p)
         );
endmodule
module rounding_mod(
    input [15:0] data_in,
    output [15:0] data_out
);
    wire [15:0] tmp;
    genvar i;
    generate
    for (i=3; i<14; i=i+1) 
      begin
        assign tmp[i] = &(~data_in[15:i+1]);
        assign data_out[i] = ((~(data_in[i]) & data_in[i-1] & data_in[i-2]) | (data_in[i] & ~data_in[i-1])) & tmp[i];
      end
    endgenerate
    assign data_out[15] = (~data_in[15] & data_in[14] & data_in[13]) | (data_in[15] & ~data_in[14]);
    assign data_out[14] = ((~data_in[14] & data_in[13] & data_in[12]) | (data_in[14] & ~data_in[13])) & ~data_in[15];
    assign data_out[2] = data_in[2] & ~data_in[1] & (&(~data_in[15:3]));
    assign data_out[1] = data_in[1] & (&(~data_in[15:2]));
    assign data_out[0] = data_in[0] & (&(~data_in[15:1]));
endmodule
module PriorityEncoder_16(
    input [15:0] data_i,
    output reg [3:0] code_o
    );
	always @*
		case (data_i)
	     16'b0000000000000001 : code_o = 4'b0000;
         16'b0000000000000010 : code_o = 4'b0001;
         16'b0000000000000100 : code_o = 4'b0010;
         16'b0000000000001000 : code_o = 4'b0011;
         16'b0000000000010000 : code_o = 4'b0100;
         16'b0000000000100000 : code_o = 4'b0101;
         16'b0000000001000000 : code_o = 4'b0110;
         16'b0000000010000000 : code_o = 4'b0111;
		 16'b0000000100000000 : code_o = 4'b1000;
         16'b0000001000000000 : code_o = 4'b1001;
         16'b0000010000000000 : code_o = 4'b1010;
         16'b0000100000000000 : code_o = 4'b1011;
         16'b0001000000000000 : code_o = 4'b1100;
         16'b0010000000000000 : code_o = 4'b1101;
         16'b0100000000000000 : code_o = 4'b1110;
         16'b1000000000000000 : code_o = 4'b1111;
			default     : code_o = 4'b0000;
		endcase
endmodule
module Barrel32L(
    input [15:0] data_i,
    input [3:0] shift_i,
    output reg [31:0] data_o
    );
   always @*
      case (shift_i)
         4'b0000: data_o = data_i;
         4'b0001: data_o = data_i << 1;
         4'b0010: data_o = data_i << 2;
         4'b0011: data_o = data_i << 3;
         4'b0100: data_o = data_i << 4;
         4'b0101: data_o = data_i << 5;
         4'b0110: data_o = data_i << 6;
         4'b0111: data_o = data_i << 7;
         4'b1000: data_o = data_i << 8;
         4'b1001: data_o = data_i << 9;
         4'b1010: data_o = data_i << 10;
         4'b1011: data_o = data_i << 11;
         4'b1100: data_o = data_i << 12;
         4'b1101: data_o = data_i << 13;
         4'b1110: data_o = data_i << 14;
         default: data_o = data_i << 15;
      endcase
endmodule
module sec_complement_w16
  (
   input [15:0] data_in,
   input sign,
   output [15:0] data_out
   );
  wire [15:0]     w_C;
  genvar  ii;
  generate
    for (ii=1; ii<16; ii=ii+1) 
      begin: pc
         assign data_out[ii] = data_in[ii] ^ (sign & w_C[ii-1]);
      end
  endgenerate
 genvar jj;
  generate
    for (jj=1; jj<16; jj=jj+1) 
      begin: kk
        assign w_C[jj] = (data_in[jj] | w_C[jj-1]);
      end
  endgenerate
  assign w_C[0] =  data_in[0];  
  assign data_out[0] = data_in[0];    
endmodule  
module sec_complement_w32
  (
   input [31:0] data_in,
   input sign,
   output [31:0] data_out
   );
  wire [31:0]     w_C;
  genvar  ii;
  generate
    for (ii=1; ii<32; ii=ii+1) 
      begin: pc
         assign data_out[ii] = data_in[ii] ^ (sign & w_C[ii-1]);
      end
  endgenerate
 genvar jj;
  generate
    for (jj=1; jj<32; jj=jj+1) 
      begin: kk
        assign w_C[jj] = (data_in[jj] | w_C[jj-1]);
      end
  endgenerate
  assign w_C[0] =  data_in[0];  
  assign data_out[0] = data_in[0];    
endmodule  
`timescale 1ns / 10ps
module mult_top(
    input clk,
    input  [15:0] x,
    input  [15:0] y,
    output reg [31:0] p_out
    );
    wire [31:0] P_vec;
    reg [15:0] X_vec;
    reg [15:0] Y_vec;
    ROBA mult(X_vec,Y_vec,P_vec); 
    always @(posedge clk) 
    begin
        p_out = P_vec;
        X_vec = x;
        Y_vec = y;
    end
endmodule 
File: design/flow/config.mk
export PLATFORM = sky130hd
export DESIGN_NAME = mult_top
export DESIGN_NICKNAME = mult_top
export VERILOG_FILES = /design/flow/design.v
export SDC_FILE = /design/flow/constraint.sdc
export NUM_CORES = 4
export LEC_CHECK = 1
export CORE_UTILIZATION = 40
File: design/flow/run.sh
#!/bin/bash
# OpenROAD 26Q1-2900-gdf79404cd8, Yosys 0.63+post, stock flow scripts
make -C /OpenROAD-flow-scripts/flow DESIGN_CONFIG=/design/flow/config.mk WORK_HOME=/design/flow/orfs finish
File: design/flow/constraint.sdc
current_design mult_top

set clk_period 13.8
set clk_io_pct 0.2

create_clock -name clk0 -period $clk_period [get_ports {clk}]

set non_clock_inputs [all_inputs -no_clocks]
set_input_delay [expr $clk_period * $clk_io_pct] -clock clk0 $non_clock_inputs
set_output_delay [expr $clk_period * $clk_io_pct] -clock clk0 [all_outputs]
==> reports/metrics.cfg <==
[run_status]
status = finished clean

[cts]
cts.repair.resized = 0
cts_root_buf = clkbuf_16
cts_hold_buf = 0
cts_setup_buffers = 0
clock_latency_ns = 0.36
h-tree-depth = 3
clk_path_buf_depth = 2
clkSlewWorstSetupHoldPaths_ns = 0.07
numClockSinks = 64
cts_inserted_buffers = 9
cts_tree = yes

[placed_design]
dpl_worst_slack_ns = 4.80
io_buffers = 64
placed_cells = 1809
place_area_um2 = 11800
place.gp.congestion = 1.01
place.detailed.hpwl_mm = 31.5

[global_routing]
grt_usage_pct = 34.1
grt_remaining_overflow = 0
grt_antenna_before_repair = 0
grt_max_degree = 43
grt_pass1_wl_mm = 72.8
grt_pass1_vias = 12300

[synth]
ff_type = dfxtp_1
syn-instance-count = 1480
ys_seq_share_pct = 11.9
synth_cell_types = 94
edf_count = 0
numSynthFlops = 64
synth-async-reset-ratio_pct = 0
syn-mean-instance-area_um2 = 7.25
syn_area_um2 = 10700
ys_area_um2 = 10700
synth_top_area_share_pct = 11.9
yosys_warnings = 3
synthTopCellsByArea = dfxtp_1 12%, ha_1 7.2%, a222oi_1 6.3%
yosysCellCount = 1480
yosysTopAreaCell = dfxtp_1

[floorplan]
floorplan.core_util_pct = 40.9
io-pin-count = 65
die_w_um = 166
fp.dieH_um = 166
fp.coreArea_um2 = 26200
fp-row-count = 59
dieArea_um2 = 27500

[power_and_ir_drop]
power_density_nw_per_um2 = 91.5
p_leak_nw = 4.40
ir_drop_mv = 0.0698
power_mw = 1.11

[setup_path]
cp.required_ns = 14.04
slowest_stage = or4_1
critical_path_class = flop to flop
cp_max_fo = 32
worstPathArrival_ns = 9.49
end_kind = flop
critical_path.max_stage_delay_ns = 0.78
setup.worst_path.start_class = flop

[route]
dr.pass1.iters = 30
wl_mm = 46.9
drtAntennaViolNets = 0
antennaDiodeCount = 0
avgViaCountPerCell = 7.31
drc = 0
dr.first_iter.drc_count = 2284
routedWlPerCell_um = 25.7
num_vias = 13300

[timing]
final_max_slew_viol_count = 0
fmax_mhz = 108
tightest_slew_ns = 1.11
tns_ns = 0
worst_slack_ns = 4.55
finalSetupViolCount = 0
hold_viol = 0
skew_ns = 0.00875
layout_min_cycle_time_ns = 9.25
slew_headroom_pct = 25.5
rsz0062_at_grt = false
period_used_pct = 67.0

[finish]
layout.filler_cells = 2614
areaGrowthSynthToFinish_pct = 13.0
final-instance-count-excl-fill = 1825
drive_gt1_share_pct = 9.26
design_area_um2 = 12100

[hold_path]
holdCritPathClass = flop to flop

[job]
maxCapViolations = 0
warnings = 25

==> critical path: cells and delay by family, from the launching register on <==
kind	cells	cell delay, ns
XOR/XNOR	3	0.74
buffers and inverters	1	0.36
AND/OR/NAND/NOR	12	4.49
AND-OR/OR-AND	9	2.32
adder cells (fa/ha/maj)	2	0.66
flip-flops	1	0.55
==> Yosys cell counts (all sizes together), types with 11 or more instances <==
| cell type | n |
|---|---|
| xnor2 | 77 |
| nand2b | 13 |
| a222oi | 67 |
| nor3 | 30 |
| nor2 | 87 |
| dfxtp | 64 |
| a211oi | 33 |
| nand4 | 14 |
| a21oi | 94 |
| o2111ai | 12 |
| nor4 | 20 |
| and3 | 19 |
| buf | 42 |
| inv | 33 |
| nor2b | 15 |
| xor2 | 29 |
| ha | 62 |
| o21a | 13 |
| clkbuf | 114 |
| nand2 | 91 |
| a22oi | 14 |
| a21o | 18 |
| o22ai | 96 |
| and2 | 14 |
| o31ai | 11 |
| o211ai | 23 |
| nand3 | 33 |
| a2111oi | 18 |
| o221ai | 60 |
| a221oi | 35 |
| o21ai | 96 |
==> placed cells by master (no fill, tap or decap), drive strengths merged, types with 9 or more instances in the layout <==
cell            n
nor3           30
ha             62
xor2           29
nand2b         13
inv            35
nand3          33
nor4           20
o211ai         23
nand4          14
a21oi          94
a21o           18
o2111ai        12
and2           14
o21a           13
or3            10
a2111oi        18
nand2          91
clkbuf          9
o221ai         60
a22oi          14
o31ai          11
o22ai          96
o21ai          96
a211oi         33
a31oi          10
clkdlybuf4s50  64
nor2b          15
a222oi         67
buf            86
and3           19
dfxtp          64
o31a           10
nor2           87
xnor2          77
a221oi         35
==> layout make-up <==
| class | instances | area (um^2) | area share, % |
|---|---|---|---|
| tap | 335 | 419 | 3.46 |
| clock buffer | 9 | 225 | 1.86 |
| sequential | 64 | 1280 | 10.6 |
| inverter | 34 | 128 | 1.05 |
| clock inverter | 7 | 80.1 | 0.660 |
| multi-input combinational | 1226 | 8710 | 71.8 |
| timing repair buffer | 150 | 1290 | 10.6 |
==> stage by stage <==
stage	utilization, %	hold slack, ns
6_report	46.3	1.13
5_1_grt	46.3	1.19
4_1_cts	46.3	1.12
3_5_place_dp	45.1	1.11
3_3_place_gp	45.1	1.09
2_1_floorplan	-	1.12
==> layer usage <==
layer,wire (um),track usage [%]
met4,3020,18.0
met3,5800,10.1
met5,0,0
met2,19300,49.3
met1,18800,46.2
==> where the power goes <==
group | internal [mW] | switching, mW
sequential | 0.223 | 0.0212
clock | 0.142 | 0.107
combinational | 0.268 | 0.348
total | 0.633 | 0.476
==> sequential cells by signal (all words and copies together) (netlist names) <==
signal	flops
X_vec	16
Y_vec	16
p_out	32
==> path summary, 6_finish.rpt <==
| check | slack [ns] | startpoint | cells after the start | end |
|---|---|---|---|---|
| worst max-delay path | 4.55 | Y_vec[0] | 27 | p_out[31] |
| worst min-delay path | 1.13 | X_vec[15] | 5 | p_out[1] |
| worst max register to register | 4.55 | Y_vec[0] | 27 | p_out[31] |
| worst min register to register | 1.13 | X_vec[15] | 5 | p_out[1] |
==> cells by family after synthesis <==
kind of cell | synth area share (%)
AOI/OAI and AO/OA | 46.0
xor gates and xnor gates | 8.79
adders and majority gates | 7.42
buffers and inverters | 7.10
DFF | 11.9
muxes | 0.373
and+or+nand+nor | 18.3
Power figures rest on the tool's default switching activity, not on a simulated workload.
